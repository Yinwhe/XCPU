==> flow/run.sh <==
#!/bin/bash
# OpenROAD 26Q1-2900-gdf79404cd8, Yosys 0.63+post, stock flow scripts
make -C /OpenROAD-flow-scripts/flow DESIGN_CONFIG=/design/flow/config.mk WORK_HOME=/design/flow/orfs finish
==> flow/config.mk <==
export PLATFORM = sky130hd
export DESIGN_NAME = BranchPredictUnit
export DESIGN_NICKNAME = BranchPredictUnit
export VERILOG_FILES = /design/flow/design.v
export SDC_FILE = /design/flow/constraint.sdc
export NUM_CORES = 4
export LEC_CHECK = 1
export CORE_UTILIZATION = 50
==> flow/constraint.sdc <==
current_design BranchPredictUnit

set clk_period 30.1
set clk_io_pct 0.2

create_clock -name clk0 -period $clk_period [get_ports {clk}]

set non_clock_inputs [all_inputs -no_clocks]
set_input_delay [expr $clk_period * $clk_io_pct] -clock clk0 $non_clock_inputs
set_output_delay [expr $clk_period * $clk_io_pct] -clock clk0 [all_outputs]
==> flow/design.v <==
`timescale 1ns / 1ps
module BHT #(
        parameter  ADDR_TAG_LEN  = 6   
    )(
        input clk, rst,
        input [31:0] PC_IF,
        input [31:0] PC_ID,
        input Branch_ID,
        input is_Branch_ID,
        output Jmp
    );
    localparam BHT_SIZE = 1 << ADDR_TAG_LEN;
    wire hit_IF;
    reg  hit_ID;
    reg [31 : 0] BHT_TAG [BHT_SIZE-1 : 0];
    reg [1 : 0]  BHT_STA [BHT_SIZE-1 : 0];
    wire [ADDR_TAG_LEN-1 : 0] index_IF, index_ID;
    assign index_IF = PC_IF[ADDR_TAG_LEN-1 : 0];
    assign index_ID = PC_ID[ADDR_TAG_LEN-1 : 0];
    assign hit_IF = (PC_IF == BHT_TAG[index_IF]);
    assign Jmp = BHT_STA[index_IF][1] & hit_IF;
    integer i;
    always@(posedge clk) begin
        hit_ID <= hit_IF;
    end
    always @(posedge clk or posedge rst) begin
        if (rst) begin
            for (i = 0; i < BHT_SIZE; i = i + 1) begin
                BHT_TAG[i] <= 0;
                BHT_STA[i] <= 2'b01;
            end
        end
        else begin
            if (is_Branch_ID) begin
                if (!hit_ID) BHT_TAG[index_ID] = PC_ID;
                case(BHT_STA[index_ID])  
                    2'b00:BHT_STA[index_ID] = Branch_ID ? 2'b01 : 2'b00;
                    2'b01:BHT_STA[index_ID] = Branch_ID ? 2'b11 : 2'b00;
                    2'b10:BHT_STA[index_ID] = Branch_ID ? 2'b11 : 2'b00;
                    2'b11:BHT_STA[index_ID] = Branch_ID ? 2'b11 : 2'b10;
                endcase
            end
        end
    end
endmodule
`timescale 1ns / 1ps
module BTB #(
        parameter  ADDR_TAG_LEN  = 6   
    )(
        input clk, rst,
        input [31:0] PC_IF,
        input [31:0] PC_ID,
        input hit_ID,
        input Branch_ID,
        input is_Branch_ID,
        input [31:0] Branch_Addr,  
        output hit,
        output [31:0] Pred_PC
    );
    localparam BTB_SIZE = 1 << ADDR_TAG_LEN;
    reg [31 : 0] BTB_TAG [BTB_SIZE-1 : 0];   
    reg [31 : 0] BTB_PPC [BTB_SIZE-1 : 0];   
    integer i;
    wire [ADDR_TAG_LEN-1 : 0] index_IF, index_ID;
    assign index_IF = PC_IF[ADDR_TAG_LEN-1 : 0];
    assign index_ID = PC_ID[ADDR_TAG_LEN-1 : 0];
    assign hit = (PC_IF == BTB_TAG[index_IF]);
    assign Pred_PC = BTB_PPC[index_IF];
    always@(posedge clk or posedge rst) begin
        if (rst) begin
            for(i = 0; i < BTB_SIZE; i = i + 1) begin
                BTB_TAG[i] <= 0;
                BTB_PPC[i] <= 0;
            end
        end
        else if(is_Branch_ID) begin
            if (!hit_ID) begin  
                BTB_TAG[index_ID] <= PC_ID;
                BTB_PPC[index_ID] <= Branch_Addr;
            end
        end
    end
endmodule
`timescale 1ns / 1ps
module BranchPredictUnit(
        input clk, rst,
        input [31:0] PC_IF,
        input [31:0] PC_ID,
        input data_stall,
        input Branch_ID,
        input is_Branch_ID,
        input [31:0] Branch_Addr,
        output fail,
        output [31:0] NPC
    );
    wire [31:0] Pred_PC_BTB;
    wire fail_1, fail_2;
    reg hit_ID;
    reg pred_jmp_ID;
    always@(posedge clk) begin
        if (!data_stall) begin
            hit_ID <= hit_IF;
            pred_jmp_ID <= pred_jmp_IF;
        end
        else begin
            hit_ID <= hit_ID;
            pred_jmp_ID <= pred_jmp_ID;
        end
    end
    BHT BHT (.clk(clk), .rst(rst), .PC_IF(PC_IF), .PC_ID(PC_ID),
             .Branch_ID(Branch_ID), .is_Branch_ID(is_Branch_ID),
             .Jmp(pred_jmp_IF));
    BTB BTB (.clk(clk), .rst(rst), .PC_IF(PC_IF), .PC_ID(PC_ID), .hit_ID(hit_ID),
             .Branch_ID(Branch_ID), .is_Branch_ID(is_Branch_ID), .Branch_Addr(Branch_Addr),
             .hit(hit_IF), .Pred_PC(Pred_PC_BTB));
    assign fail_1 = pred_jmp_ID ^ Branch_ID;
    assign fail_2 = pred_jmp_ID & ~hit_ID & ~fail_1;
    assign fail = fail_1 | fail_2;
    assign NPC = {32{~fail &  pred_jmp_IF}}  & Pred_PC_BTB |
                 {32{~fail & ~pred_jmp_IF}}  & PC_IF + 4   |
                 {32{fail_1 &  pred_jmp_ID}} & PC_ID + 4   |
                 {32{fail_1 & ~pred_jmp_ID | fail_2}} & Branch_Addr;
endmodule
==> out/results.ini <==
[placement]
place_hpwl_um=867000
gp_congestion=1.06
numPortBuffers=133
place_inst=27700
placement.cell_area_um2=288000

[yosys]
synth-cells-yosys=21300
synth.most_common_cell=dfrtp_1
netlist-cell-type-count=99
synth-async-reset-ratio=1.00
synth.top_cells.by_count=6208 x dfrtp_1, 5669 x mux2_2, 2471 x a22oi_1
synth-edff-count=2
post_synth_inst_count=21300
synth_sequential_area_ratio=0.572
topCellsByArea=dfrtp_1 57%, mux2_2 23%, a22oi_1 6.8%
post_synth_instance_area_um2=275000
yosys.area.top_type=dfrtp_1
postSynthAreaPerCell_um2=12.9
yosys_warnings=9
top_cell_type_s_share_of_synthesized_area=0.566
synth.yosys.chip_area_um2=275000
flop_cell=dfrtp_1
numSynthFlops=6275

[route]
routed_wl_um=1390000
remaining_drc_errors=0
vias=210000
dr.pass1.iters=7
first_iter_violations=22200
viasPerCell=7.24
routed_wire_length_per_instance_um=47.9
antenna_violating_nets_remaining=0

[run_status]
violated_checks=capacitance limit, slew limit
run_status=complete, but fails checks

[timing]
clock_skew_after_layout_ps=59.7
finalMaxSlewViolations=5
setup_viol=0
timing.setup.tns_ps=0
timing_worst_slew_pin_value_ps=1760
finalHoldViolCount=0
period_used_share=0.714
rsz0062_at_grt=no
holdWs_ps=463
maxClockFrequency_mhz=46.6
min_period_ps=21480
timing.max_slew.rel_slack=-0.183

[power]
p_leak_nw=145
vdd.ir_drop.worst_mv=0.0612
power_density_nw_per_um2=70.5

[min_path]
whs_path_depth=1
timing.hold.worst.class=flop to flop

[clock_network]
clkSlewWorstSetupHoldPaths_ps=60
clk_root_buffer_cell=clkbuf_16
cts_buffers=674
postCtsSetupRepairBufs=0
cts_resized=0
worstSkewPairLatency_ps=1160
sinks_on_clock_net=6275
cts_tree=built
hold_buf_count_cts=0
clock_tree.htree_level_count=6
cts_buffer_depth=4

[global_routing]
number_of_antenna_violations_at_the_first_check_in_global_routing=170
grt_usage=0.532
grt_pass1_wl_um=1860000
first_global_vias=204000
grt_overflow=0
grt_start_max_net_pins=128

[critical_path]
rr_worst_depth=13
path_max_fanout=29
cp.required_ps=24080
worstSetupEndpointType=primary output
worstSetupPathType=input pin to primary output
timing.critical_path.arrival_ps=15460
setup_crit_start_kind=input pin

[final_layout]
area_growth_syn_to_layout_pct=13.0
finish.instance_area_um2=310000
drive_above_1_share=0.386
finalNonFillerCells=29000
final_core_util=0.569

[floorplanning]
floorplan.core_util=0.503
fp-row-count=271
fp.dieW_um=743
top_level_ports=134
dieArea_um2=552000
die_height_um=743
floorplan.core_area_um2=546000

[run]
cap_violations=2
number_of_openroad_warnings=125

-- path summary, 6_finish.rpt --
path	startpoint	end	slack (ps)
setup / recovery	PC_IF[3]	NPC[2]	8620
hold / removal	BTB.BTB_TAG[35][5]	BTB.BTB_TAG[35][5]	460
setup reg to reg	BHT.BHT_TAG[2][17]	pred_jmp_ID	23600
hold reg to reg	BTB.BTB_TAG[35][5]	BTB.BTB_TAG[35][5]	460
max in group asynchronous	rst	BTB.BTB_PPC[55][6]	17850
min in group asynchronous	rst	BTB.BTB_TAG[33][12]	5380
-- routing by layer --
| metal | track usage | vias to the layer above | share of wire |
|---|---|---|---|
| met1 | 0.659 | 110000 | 0.34 |
| met4 | 0.370 | 134 | 0.090 |
| met2 | 0.672 | 16600 | 0.40 |
| met3 | 0.356 | 5158 | 0.17 |
| li1 | - | 78500 | - |
| met5 | 0.0346 | - | 0.0020 |
-- logic make-up (layout without fill, tap and decap cells) --
group / after synthesis / count (layout) / synth area share
AND/OR/NAND/NOR: 3225 / 3225 / 0.0602
other: 0 / 174 / 0
flip-flops: 6275 / 6275 / 0.572
AND-OR/OR-AND: 3638 / 3638 / 0.0970
buffers and inverters: 2287 / 2653 / 0.0321
XOR/XNOR: 104 / 104 / 0.00332
adder cells (fa/ha/maj): 11 / 11 / 0.000501
multiplexers: 5734 / 5734 / 0.235
-- placed cells by master (no fill, tap or decap), types with 68 or more instances in the layout --
cell / synthesis / routed
a2111oi_0: 92 / 84
a21oi_1: 120 / 104
a221oi_1: 81 / 81
a22o_1: 123 / 123
a22oi_1: 2471 / 2471
and2_1: 143 / 133
and3_1: 294 / 287
buf_4: 7 / 1161
clkbuf_1: 1773 / 190
clkbuf_16: 0 / 685
clkbuf_8: 0 / 191
clkinv_2: 0 / 77
dfrtp_1: 6208 / 6208
diode_2: 0 / 174
inv_1: 110 / 106
mux2_2: 5669 / 5669
nand2_1: 1090 / 1027
nand2b_1: 109 / 108
nand3_1: 344 / 339
nand4_1: 404 / 404
nor2_1: 239 / 154
nor2_4: 0 / 83
nor3_1: 184 / 174
nor4_1: 174 / 164
o21ai_0: 423 / 417
xnor2_1: 70 / 68
-- layout make-up --
cell class	count	area [um^2]
Fill cell	43600	235000
Sequential cell	6275	157000
Multi-Input combinational cell	12700	110000
Clock buffer	1066	20500
Timing Repair Buffer	1320	10700
Tap cell	7234	9050
Clock inverter	156	1840
Antenna cell	174	435
Inverter	111	420
-- flip-flops by register name (all words and copies together) (netlist names) --
name         cells
BHT.hit_ID       1
pred_jmp_ID      1
hit_ID           1
BTB.BTB_PPC   2048
BHT.BHT_STA    128
BTB.BTB_TAG   2048
BHT.BHT_TAG   2048
-- power by group --
group / total [W] / internal (W) / switching [W]
sequential: 0.0105 / 0.00975 / 0.000780
combinational: 0.00287 / 0.00122 / 0.00165
clock: 0.00849 / 0.00484 / 0.00365
-- stage by stage --
step | total power, W | worst slack [ps]
final | 0.0219 | 8620
after global routing | 0.0224 | 9320
after CTS | 0.0218 | 9440
after detailed placement | 0.0134 | 9440
after global placement | 0.0133 | 9110
after floorplan | 0.0125 | -63390
-- worst max-delay path, stage by stage --
cell             delay (ps)
clkdlybuf4s50_1         790
ha_2                    320
buf_4                   390
buf_4                   500
or3b_2                  730
nor2_4                  150
buf_4                   660
buf_4                   640
buf_4                   610
a22oi_1                 180
nand2_1                 150
nor4_1                   80
a31oi_1                 720
xnor2_1                 230
nand4_1                 500
nor4_2                  560
buf_4                   420
a31oi_1                 240
o31ai_1                 790
clkdlybuf4s50_1         620
No activity file was given, so power comes from the tool's default toggle rates.
