<file path="./design.v">
module cache (
	input wire clk,   
	input wire rst,   
	input wire [ADDR_BITS-1:0] addr,   
    input wire load,    
	input wire store,   
	input wire edit,    
	input wire invalid,   
    input wire [2:0] u_b_h_w,  
	input wire [31:0] din,   
	output reg hit = 0,   
	output reg [31:0] dout = 0,   
	output reg valid = 0,   
	output reg dirty = 0,   
	output reg [TAG_BITS-1:0] tag = 0   
	);
    localparam 
    ADDR_BITS = 32,
    WORD_BYTES = 4,
    WORD_BYTES_WIDTH = 2,    
    WORD_BITS = (WORD_BYTES * 8),
    ELEMENT_WORDS = 4,
    ELEMENT_WORDS_WIDTH = 2,    
    BLOCK_WIDTH = (ELEMENT_WORDS_WIDTH + WORD_BYTES_WIDTH),    
    ELEMENT_NUM = 64,
    WAYS = 2,
    ELEMENT_INDEX_WIDTH = 6,    
    SET_INDEX_WIDTH = 5,    
    TAG_BITS = (ADDR_BITS - SET_INDEX_WIDTH - BLOCK_WIDTH);   
    wire [31:0] word1, word2;
    wire [15:0] half_word1, half_word2;
    wire [7:0]  byte1, byte2;
    wire recent1, recent2, valid1, valid2, dirty1, dirty2;
    wire [TAG_BITS-1:0] tag1, tag2;
    wire hit1, hit2;
    reg [ELEMENT_NUM-1:0] inner_recent = 0;
    reg [ELEMENT_NUM-1:0] inner_valid = 0;
    reg [ELEMENT_NUM-1:0] inner_dirty = 0;
    reg [TAG_BITS-1:0] inner_tag [0:ELEMENT_NUM-1];
    reg [31:0] inner_data [0:ELEMENT_NUM*ELEMENT_WORDS-1];
    integer i;
    initial begin
        for (i = 0; i < ELEMENT_NUM; i = i + 1)
            inner_tag[i] = 23'b0;
        for (i = 0; i < ELEMENT_NUM*ELEMENT_WORDS; i = i + 1)
            inner_data[i] = 32'b0;
    end
    wire [TAG_BITS-1:0] addr_tag;
    wire [SET_INDEX_WIDTH-1:0] addr_index;      
    wire [ELEMENT_INDEX_WIDTH-1:0] addr_element1; 
    wire [ELEMENT_INDEX_WIDTH-1:0] addr_element2;      
    wire [ELEMENT_INDEX_WIDTH+ELEMENT_WORDS_WIDTH-1:0] addr_word1;
    wire [ELEMENT_INDEX_WIDTH+ELEMENT_WORDS_WIDTH-1:0] addr_word2;  
    assign addr_tag = addr[31:32-TAG_BITS];              
    assign addr_index = addr[31-TAG_BITS:27-TAG_BITS];   
    assign addr_element1 = {addr_index, 1'b0};
    assign addr_element2 = {addr_index, 1'b1};           
    assign addr_word1 = {addr_element1, addr[ELEMENT_WORDS_WIDTH+WORD_BYTES_WIDTH-1:WORD_BYTES_WIDTH]};
    assign addr_word2 = {addr_element2, addr[ELEMENT_WORDS_WIDTH+WORD_BYTES_WIDTH-1:WORD_BYTES_WIDTH]};  
    assign word1 = inner_data[addr_word1];
    assign word2 = inner_data[addr_word2];   
    assign half_word1 = addr[1] ? word1[31:16] : word1[15:0];
    assign half_word2 = addr[1] ? word2[31:16] : word2[15:0];    
    assign byte1 = addr[1] ?
                   addr[0] ? word1[31:24] : word1[23:16] :
                   addr[0] ? word1[15:8] :  word1[7:0]   ;
    assign byte2 = addr[1] ?
                   addr[0] ? word2[31:24] : word2[23:16] :
                   addr[0] ? word2[15:8] :  word2[7:0]   ;       
    assign recent1 = inner_recent[addr_element1];
    assign recent2 = inner_recent[addr_element2];                
    assign valid1 = inner_valid[addr_element1];
    assign valid2 = inner_valid[addr_element2];                  
    assign dirty1 = inner_dirty[addr_element1];
    assign dirty2 = inner_dirty[addr_element2];                  
    assign tag1 = inner_tag[addr_element1];
    assign tag2 = inner_tag[addr_element2];                      
    assign hit1 = valid1 & (tag1 == addr_tag);
    assign hit2 = valid2 & (tag2 == addr_tag);                   
    always @ (posedge clk) begin
        valid <= valid1 & valid2;                
        dirty <= recent1 & dirty2 |
                 ~recent1 & dirty1;              
        tag <= addr_tag;                         
        hit <= hit1 | hit2;                      
        if (load) begin
            if (hit1) begin
                dout <=
                    u_b_h_w[1] ? word1 :
                    u_b_h_w[0] ? {u_b_h_w[2] ? 16'b0 : {16{half_word1[15]}}, half_word1} :
                    {u_b_h_w[2] ? 24'b0 : {24{byte1[7]}}, byte1};
                inner_recent[addr_element1] <= 1'b1;
                inner_recent[addr_element2] <= 1'b0;
            end
            else if (hit2) begin  
                 dout <=
                    u_b_h_w[1] ? word2 :
                    u_b_h_w[0] ? {u_b_h_w[2] ? 16'b0 : {16{half_word2[15]}}, half_word2} :
                    {u_b_h_w[2] ? 24'b0 : {24{byte2[7]}}, byte2};
                inner_recent[addr_element1] <= 1'b0;
                inner_recent[addr_element2] <= 1'b1;
            end
        end
        else dout <= inner_data[ recent1 ? addr_word2 : addr_word1 ];
        if (edit) begin
            if (hit1) begin
                inner_data[addr_word1] <= 
                    u_b_h_w[1] ?         
                        din
                    :
                        u_b_h_w[0] ?     
                            addr[1] ?        
                                {din[15:0], word1[15:0]} 
                            :
                                {word1[31:16], din[15:0]} 
                        :    
                            addr[1] ?
                                addr[0] ?
                                    {din[7:0], word1[23:0]}    
                                :
                                    {word1[31:24], din[7:0], word1[15:0]}  
                            :
                                addr[0] ?
                                    {word1[31:16], din[7:0], word1[7:0]}    
                                :
                                    {word1[31:8], din[7:0]}  
                ;
                inner_dirty[addr_element1] <= 1'b1;
                inner_recent[addr_element1] <= 1'b1;
                inner_recent[addr_element2] <= 1'b0;
            end
            else if (hit2) begin  
                inner_data[addr_word2] <= 
                    u_b_h_w[1] ?         
                        din
                    :
                        u_b_h_w[0] ?     
                            addr[1] ?        
                                {din[15:0], word2[15:0]} 
                            :
                                {word2[31:16], din[15:0]} 
                        :    
                            addr[1] ?
                                addr[0] ?
                                    {din[7:0], word2[23:0]}    
                                :
                                    {word2[31:24], din[7:0], word2[15:0]}  
                            :
                                addr[0] ?
                                    {word2[31:16], din[7:0], word2[7:0]}    
                                :
                                    {word2[31:8], din[7:0]}  
                ;
                inner_dirty[addr_element2] <= 1'b1;
                inner_recent[addr_element1] <= 1'b0;
                inner_recent[addr_element2] <= 1'b1;
            end
        end
        if (store) begin
            if (recent1) begin   
                inner_data[addr_word2] <= din;
                inner_valid[addr_element2] <= 1'b1;
                inner_dirty[addr_element2] <= 1'b0;
                inner_tag[addr_element2] <= addr_tag;
            end else begin
                inner_data[addr_word1] <= din;
                inner_valid[addr_element1] <= 1'b1;
                inner_dirty[addr_element1] <= 1'b0;
                inner_tag[addr_element1] <= addr_tag;
            end
        end
        if (invalid) begin
            inner_recent[addr_element1] <= 1'b0;
            inner_recent[addr_element2] <= 1'b0;
            inner_valid[addr_element1] <= 1'b0;
            inner_valid[addr_element2] <= 1'b0;
            inner_dirty[addr_element1] <= 1'b0;
            inner_dirty[addr_element2] <= 1'b0;
        end
    end
endmodule
module cmu (
		input clk,
		input rst,
		input [31:0] addr_rw,
		input en_r,
		input en_w,
        input [2:0] u_b_h_w,
		input [31:0] data_w,
		output [31:0] data_r,
		output stall,
		output reg mem_cs_o = 0,
		output reg mem_we_o = 0,
		output reg [31:0] mem_addr_o = 0,
		input [31:0] mem_data_i,
		output [31:0] mem_data_o,
		input mem_ack_i,
        output [2:0] cmu_state
	);
    localparam 
    ADDR_BITS = 32,
    WORD_BYTES = 4,
    WORD_BYTES_WIDTH = 2,    
    WORD_BITS = (WORD_BYTES * 8),
    ELEMENT_WORDS = 4,
    ELEMENT_WORDS_WIDTH = 2,    
    BLOCK_WIDTH = (ELEMENT_WORDS_WIDTH + WORD_BYTES_WIDTH),    
    ELEMENT_NUM = 64,
    WAYS = 2,
    ELEMENT_INDEX_WIDTH = 6,    
    SET_INDEX_WIDTH = 5,    
    TAG_BITS = (ADDR_BITS - SET_INDEX_WIDTH - BLOCK_WIDTH);   
    reg [ADDR_BITS-1:0] cache_addr = 0;
    reg cache_load = 0;
    reg cache_store = 0;
    reg cache_edit = 0;
    reg [2:0] cache_u_b_h_w = 0;
    reg [WORD_BITS-1:0] cache_din = 0;
    wire cache_hit;
    wire [WORD_BITS-1:0] cache_dout;
    wire cache_valid;
    wire cache_dirty;
    wire [TAG_BITS-1:0] cache_tag;
    cache CACHE (
        .clk(~clk),
        .rst(rst),
        .addr(cache_addr),
        .load(cache_load),
        .store(cache_store),
        .edit(cache_edit),
        .invalid(1'b0),
        .u_b_h_w(cache_u_b_h_w),
        .din(cache_din),
        .hit(cache_hit),
        .dout(cache_dout),
        .valid(cache_valid),
        .dirty(cache_dirty),
        .tag(cache_tag)
    );
    localparam
        S_IDLE = 0,
        S_PRE_BACK = 1,
        S_BACK = 2,
        S_FILL = 3,
        S_WAIT = 4;
    reg [2:0]state = 0;
    reg [2:0]next_state = 0;
    reg [ELEMENT_WORDS_WIDTH-1:0]word_count = 0;
    reg [ELEMENT_WORDS_WIDTH-1:0]next_word_count = 0;
    assign cmu_state = state;
    always @ (posedge clk) begin
        if (rst) begin
            state <= S_IDLE;
            word_count <= 2'b00;
        end
        else begin
            state <= next_state;
            word_count <= next_word_count;
        end
    end
    always @ (*) begin
        if (rst) begin
            next_state = S_IDLE;
            next_word_count = 2'b00;
        end
        else begin
            case (state)
                S_IDLE: begin
                    if (en_r || en_w) begin
                        if (cache_hit)
                            next_state = S_IDLE;         
                        else if (cache_valid && cache_dirty)
                            next_state = S_PRE_BACK;     
                        else
                            next_state = S_FILL;         
                    end
                    next_word_count = 2'b00;
                end
                S_PRE_BACK: begin
                    next_state = S_BACK;         
                    next_word_count = 2'b00;
                end
                S_BACK: begin
                    if (mem_ack_i && word_count == {ELEMENT_WORDS_WIDTH{1'b1}})     
                        next_state = S_FILL;     
                    else
                        next_state = S_BACK;     
                    if (mem_ack_i)
                        next_word_count = word_count+1;  
                    else
                        next_word_count = word_count;
                end
                S_FILL: begin
                    if (mem_ack_i && word_count == {ELEMENT_WORDS_WIDTH{1'b1}})
                        next_state = S_WAIT;     
                    else
                        next_state = S_FILL;     
                    if (mem_ack_i)
                        next_word_count = word_count+1;  
                    else
                        next_word_count = word_count;
                end
                S_WAIT: begin
                    next_state = S_IDLE;     
                    next_word_count = 2'b00;
                end
            endcase
        end
    end
    always @ (*) begin
        case(state)
            S_IDLE, S_WAIT: begin
                cache_addr = addr_rw;
                cache_load = en_r;
                cache_edit = en_w;
                cache_store = 1'b0;
                cache_u_b_h_w = u_b_h_w;
                cache_din = data_w;
            end
            S_BACK, S_PRE_BACK: begin
                cache_addr = {addr_rw[ADDR_BITS-1:BLOCK_WIDTH], next_word_count, {ELEMENT_WORDS_WIDTH{1'b0}}};
                cache_load = 1'b0;
                cache_edit = 1'b0;
                cache_store = 1'b0;
                cache_u_b_h_w = 3'b010;
                cache_din = 32'b0;
            end
            S_FILL: begin
                cache_addr = {addr_rw[ADDR_BITS-1:BLOCK_WIDTH], word_count, {ELEMENT_WORDS_WIDTH{1'b0}}};
                cache_load = 1'b0;
                cache_edit = 1'b0;
                cache_store = mem_ack_i;
                cache_u_b_h_w = 3'b010;
                cache_din = mem_data_i;
            end
        endcase
    end
    assign data_r = cache_dout;
    always @ (*) begin
        case (next_state)
            S_IDLE, S_PRE_BACK, S_WAIT: begin
                mem_cs_o = 1'b0;
                mem_we_o = 1'b0;
                mem_addr_o = 32'b0;
            end
            S_BACK: begin
                mem_cs_o = 1'b1;
                mem_we_o = 1'b1;
                mem_addr_o = {cache_tag, addr_rw[ADDR_BITS-TAG_BITS-1:BLOCK_WIDTH], next_word_count, {ELEMENT_WORDS_WIDTH{1'b0}}};
            end
            S_FILL: begin
                mem_cs_o = 1'b1;
                mem_we_o = 1'b0;
                mem_addr_o = {addr_rw[ADDR_BITS-1:BLOCK_WIDTH], next_word_count, {ELEMENT_WORDS_WIDTH{1'b0}}};
            end
        endcase
    end
    assign mem_data_o = cache_dout;
    assign stall = ~(next_state == S_IDLE);   
endmodule
</file>
<file path="./run.sh">
#!/bin/bash
# OpenROAD 26Q1-2900-gdf79404cd8, Yosys 0.63+post, stock flow scripts
make -C /OpenROAD-flow-scripts/flow DESIGN_CONFIG=/design/flow/config.mk WORK_HOME=/design/flow/orfs finish
</file>
<file path="./config.mk">
export PLATFORM = sky130hd
export DESIGN_NAME = cmu
export DESIGN_NICKNAME = cmu
export VERILOG_FILES = /design/flow/design.v
export SDC_FILE = /design/flow/constraint.sdc
export NUM_CORES = 4
export LEC_CHECK = 1
export CORE_UTILIZATION = 30
export SYNTH_MEMORY_MAX_BITS = 65536
</file>
<file path="./constraint.sdc">
current_design cmu

set clk_period 16.9
set clk_io_pct 0.2

create_clock -name clk0 -period $clk_period [get_ports {clk}]

set non_clock_inputs [all_inputs -no_clocks]
set_input_delay [expr $clk_period * $clk_io_pct] -clock clk0 $non_clock_inputs
set_output_delay [expr $clk_period * $clk_io_pct] -clock clk0 [all_outputs]
</file>
==> impl_metrics.py <==
# Generated from Yosys and OpenROAD reports
metrics = {
    "layout": {
        "fillers": 117100,
        "final_layout_size_suffix_gt1_share_pct": 22.19,
        "instances_no_fill": 49070,
        "layout_top_cell": "inv_1",
        "area_growth_pct": 27.09,
        "final_cell_mix": "inv_1 (10210), edfxtp_1 (9760), mux4_2 (3172), buf_4 (1208), clkbuf_16 (1204)",
    },
    "timing": {
        "drv_slew": 1,
        "hold_slack_ns": 0.4604,
        "tightest_slew_ns": 1.537,
        "unclocked_regs": 107,
        "tns_ns": 0,
        "unconstrained_endpoints": 1635,
        "rsz0062_at_grt": "false",
        "skew_ns": 0.1263,
        "finalSetupViolCount": 0,
        "slew_headroom_pct": -2.455,
        "hold_viol_final": 0,
    },
    "critical_path": {
        "cp_data_arrival_time_ns": 11.68,
        "critPathKind": "reg2out",
        "rr_endpoint": "CACHE.inner_data[253][14]",
        "cp-start-kind": "flop",
        "cp.required_ns": 13.52,
        "cp_max_fo": 6,
        "reg2reg_slack_ns": 6.50,
        "r2r-start": "CACHE.inner_tag[1][19]",
        "crit_path_end_kind": "primary output",
        "reg2reg_depth": 22,
    },
    "min_path": {
        "min_to": "CACHE.inner_dirty[45]",
        "min_path_cells": 2,
        "hold_class": "reg2reg",
        "worstHoldStart": "CACHE.inner_dirty[45]",
    },
    "synth": {
        "numSynthFlops": 9994,
        "synth_async_sr_flop_share_pct": 0,
        "top_cell_area_share_pct": 73.26,
        "synth_top_flop_cell": "edfxtp_1",
        "syn-mean-instance-area_um2": 21.67,
        "edf_count": 9760,
        "synth_cells": 18460,
        "top_cells_by_area": "edfxtp_1 (73%), mux4_2 (18%), mux2i_1 (1.6%)",
        "top_area_cell": "edfxtp_1",
        "ys_cells": 18460,
        "synth_cell_types": 97,
        "ys_area_mm2": 0.4001,
        "yosysWarnings": 2,
        "syn_area_mm2": 0.4001,
    },
    "detailed_routing": {
        "first_pass_iters": 31,
        "antenna_left": 0,
        "vias_per_cell": 5.049,
        "via_count": 247700,
        "wl_per_cell_um": 31.97,
        "drc": 0,
        "drt_iter0_markers": 18610,
        "wl_um": 1569000,
    },
    "run": {
        "warning_count": 1034,
        "maxCapViolCount": 0,
    },
    "power_and_ir_drop": {
        "total_power_mw": 60.58,
        "power_frac_comb_pct": 0.1,
        "p_leak_nw": 198.6,
        "internal_power_mw": 44.91,
        "seqPwrFrac_pct": 44.2,
        "vdd_ir_drop_max_uv": 89.13,
        "power.net_switching_mw": 15.67,
        "p_per_area_mw_per_mm2": 119.1,
        "clkPwrFrac_pct": 55.7,
        "sw_frac_of_total_pct": 25.87,
    },
    "clock_network": {
        "cts-root-buf": "clkbuf_16",
        "ctsResizeCount": 0,
        "h-tree-depth": 7,
        "cts_buffers": 1186,
        "hold_buffers": 0,
        "cts_setup_buffers": 0,
        "cts_tree": "yes",
        "clkLatencyLatePin_ns": 1.34,
        "path_clk_slew_ns": 0.03,
        "clock_path_buffers": 6,
    },
    "global_routing": {
        "grt_max_degree": 98,
        "grt_pass1_vias": 278900,
        "grt_pass1_wl_um": 2099000,
        "antenna_found_initial": 246,
        "grt_overflow": 0,
        "grtUsageTotal_pct": 25.08,
    },
    "outcome": {
        "violations": "slew limit",
        "status": "finished with violations",
    },
    "floorplan": {
        "row_count": 423,
        "io_pins": 206,
        "die_w_um": 1157,
        "core_util_floorplan_pct": 30.13,
        "design.core.area_mm2": 1.328,
        "dieArea_mm2": 1.338,
        "die_y_um": 1157,
    },
    "placement": {
        "dp_cells": 36310,
        "port-buffer-count": 203,
        "gp_congestion": 1.065,
        "hpwl_um": 985200,
    },
}
[flip-flops by register name, summed over array words and instances (netlist names), 23 cells and up]
name / cells
CACHE.inner_dirty: 64
mem_addr_o: 30
CACHE.inner_data: 8192
CACHE.dout: 32
CACHE.inner_recent: 32
CACHE.tag: 23
cache_addr: 32
cache_din: 32
CACHE.inner_valid: 64
CACHE.inner_tag: 1472
[cell type report]
type / count / area [um^2] / share of cell area [%]
inverters: 46 / 221.5 / 0.04356
clock buffers: 1204 / 30130 / 5.926
multi-input cells: 7207 / 100500 / 19.77
diodes: 892 / 2232 / 0.4390
flip-flops and latches: 9994 / 297300 / 58.47
repair buffers: 1428 / 11420 / 2.247
well taps: 17640 / 22070 / 4.340
clock inverters: 10660 / 44530 / 8.758
[critical path, stage by stage, from the launching register on]
cell,delay (ns)
edfxtp_1,0.92
buf_4,0.43
clkdlybuf4s50_1,0.53
[per-stage QoR]
stage               worst slack (ns)  util (%)  cell area [um^2]
global placement               3.187     32.50            431500
CTS                            1.833     38.12            506200
finish                         1.838     38.29            508400
floorplan                      4.616         -            400100
detailed placement             3.217     32.50            431500
global route                   1.951     38.26            508000
[worst max path at each step]
stage / slack [ns] / endpoint / start
after CTS: 1.83 / data_r[0] / CACHE.dout[0]
final: 1.84 / data_r[0] / CACHE.dout[0]
after global routing: 1.95 / data_r[0] / CACHE.dout[0]
[power groups by stage]
stage	Combinational, mW	Clock, mW	Sequential [mW]
after global routing	0.0754	37.4	26.7
after CTS	0.0700	34.6	26.7
final	0.0737	33.8	26.7
[layer usage]
metal / track usage [%] / vias up / wire, um
met4: 19.27 / 283 / 130500
li1: - / 102300 / -
met5: 11.32 / - / 16640
met3: 26.69 / 3988 / 343200
met1: 19.88 / 120500 / 404700
met2: 32.44 / 20700 / 673500
[cells in the mapped netlist, drive strengths merged, types with 23 or more instances]
library cell and instances:
nor3 54, a221oi 35, a31oi 88, mux2 100
nand3 163, a211oi 48, nand2 624, o22ai 104
nor4 36, mux2i 639, nor2 715, a22oi 273
a221o 23, a21oi 339, dlxtn 107, o211ai 77
a22o 61, dfxtp 127, inv 44, buf 578
o21ai 217, and3 34, xnor2 32, mux4 3172
edfxtp 9760, nand4 66, clkbuf 634
[cell families after synthesis]
logic type / count (synthesis) / synth area share (%)
buffers and inverters: 1259 / 1.473
muxes: 3911 / 19.74
other: 1 / 0.0009373
adders and majority gates: 9 / 0.02752
xor gates and xnor gates: 46 / 0.1007
and+or+nand+nor: 1794 / 1.946
AOI/OAI and AO/OA: 1445 / 2.420
DFF: 9887 / 73.89
latches: 107 / 0.4024
